## ./design.v

```verilog
module RegisterFile (
    input clock,
    input reset,
    input reg_write,
    input [4:0] read_reg1,
    input [4:0] read_reg2,
    input [4:0] write_reg,
    input [31:0] write_data,
    output [31:0] read_data1,
    output [31:0] read_data2
);
    reg [31:0] registers [0:31];
    integer i;
    always @(posedge clock or posedge reset) begin
        if (reset) begin
            for (i = 0; i < 32; i = i + 1)
                registers[i] <= 0;
        end else if (reg_write) begin
            registers[write_reg] <= write_data;
        end
    end
    assign read_data1 = registers[read_reg1];
    assign read_data2 = registers[read_reg2];
endmodule
```

## ./run.sh

```bash
#!/bin/bash
# OpenROAD 26Q1-2900-gdf79404cd8, Yosys 0.63+post, stock flow scripts
make -C /OpenROAD-flow-scripts/flow DESIGN_CONFIG=/design/flow/config.mk WORK_HOME=/design/flow/orfs finish
```

## ./config.mk

```make
export PLATFORM = sky130hd
export DESIGN_NAME = RegisterFile
export DESIGN_NICKNAME = RegisterFile
export VERILOG_FILES = /design/flow/design.v
export SDC_FILE = /design/flow/constraint.sdc
export NUM_CORES = 4
export LEC_CHECK = 1
export CORE_UTILIZATION = 30
```

## ./constraint.sdc

```tcl
current_design RegisterFile

set clk_period 10.1
set clk_io_pct 0.2

create_clock -name clk0 -period $clk_period [get_ports {clock}]

set non_clock_inputs [all_inputs -no_clocks]
set_input_delay [expr $clk_period * $clk_io_pct] -clock clk0 $non_clock_inputs
set_output_delay [expr $clk_period * $clk_io_pct] -clock clk0 [all_outputs]
```

==> deck_impl_summary.md <==
Run Summary

Outcome
  • Status: completed

Global routing
  • Global-route wire length before repair: 386000 um
  • Initial antenna violation count: 14
  • Vias in the first global route: ~44000
  • Total global routing overflow: 0
  • All-Layer GR Usage: 0.336
  • Maximum number of pins on one net before global-route repair: roughly 120

Final timing
  • Worst setup skew after layout: 0 ps
  • Share of the clock period used by the worst path: 0.856
  • Total Negative Setup Slacks: 0 ps
  • Number of endpoints failing setup at the final stage: 0
  • Highest clock rate: between 0.1 and 0.15 GHz
  • Post-layout minimum cycle time: between 8000 and 9000 ps
  • Hold Fails Final Rpt: 0
  • Setup slack after layout: between 1000 and 1500 ps
  • Remaining max-slew budget at the tightest pin: 0.139
  • Slew Limit Fails: 0
  • Setup repair after global routing missed its margin: no
  • Transition time at the pin with the least slew margin: roughly 1300 ps

Setup path
  • Crit path capture type: output port
  • Critical Path Max Stage Delay: 1190 ps
  • Bufs and invs on worst path: 4
  • Sort of element at the start of the critical path: primary input
  • Slowest cell on crit path: nor2_4
  • Critical path cell sequence: clkdlybuf4s50_1, buf_4, nand2_1, nor2_4, buf_4, a22oi_1, nand4_1, nor2_1, a21oi_1, clkdlybuf4s50_1
  • Crit path DRT: 8080 ps
  • Critical path class: in -> out
  • Critical Path Fanout Max: 29
  • Arr. time, crit path: ~6600 ps
  • Family with the most delay on the worst path: simple AND/OR/NAND/NOR gates

Min path
  • Type of the most critical hold path: reg -> reg

CTS
  • Maximum clock insertion buffer count: 3
  • Number of buffers inserted during clock tree synthesis: about 110
  • Clock latency at the later pin of the worst-skew pair: approximately 760 ps
  • TritonCTS Sinks: slightly above 1000
  • Number of H-tree levels: 3
  • Clk Tree Root Cell: clkbuf_16
  • CTS tree: done
  • Clock transition at the registers of the reported paths: ~60 ps
  • Hold bufs inserted after CTS: 0
  • Post-CTS Setup Bufs: 0
  • Number of resized instances in the post-cts repair step: 0

Routing
  • WL/cell: between 40 and 50 um
  • Routed wire length: 286000 um
  • Residual DRC count: 0
  • Number of vias after detailed routing: between 40000 and 50000
  • Antenna violation net count after detailed routing: 0
  • Per-cell via count in the routed design: 6.68
  • DRC marker count from the first detailed-route iteration: 5663
  • Length of the first detailed-routing pass in iterations: 8

Synth
  • Count of synthesis-stage warnings from yosys: 2
  • Primary flip-flop cell chosen by synthesis mapping: dfrtp_1
  • Total of flip-flops plus latches after synthesis: between 1000 and 1500
  • Average cell area after synthesis: between 10 and 15 um2
  • Register area share after synthesis: 0.499
  • Proportion of register bits with asynchronous set or reset after synthesis: 1.00
  • Synth top area cells: dfrtp_1 (50%), mux2_2 (23%), a22oi_1 (11%)
  • Number of library cell types mapped by synthesis: 63
  • Netlist Area Pre-Place: between 50000 and 60000 um2
  • Number of enable flip-flop cells: 0
  • Cell type contributing the most total cell area after synthesis: dfrtp_1
  • Number of cells in Yosys stat: 4395
  • Count of mapped cells out of synthesis: around 4400
  • Top cell area share: 0.499
  • Yosys synthesis chip area: about 51000 um2

Finish
  • Fraction of final layout cells sized beyond drive strength 1: 0.352
  • Largest Register: registers
  • Regs by FF count: registers (1024)
  • Signed area change from the synthesized netlist to the final layout: 17.1%
  • Max reg flops: 1024

Placed design
  • Routability cong.: between 1 and 1.5
  • Detailed placement HPWL: between 150000 and 200000 um
  • Post-placement worst setup slack: ~1700 ps
  • Count of buffers from port buffering: between 100 and 150

Die
  • Fraction of the core area occupied by cells at floorplan: 0.303
  • Core ar.: between 150000 and 200000 um2
  • Chip Width: roughly 420 um
  • Die outline area: approximately 170000 um2
  • Boundary pin count: around 110
  • Row count: between 150 and 200
  • Die height: ~420 um

Job
  • Max capacitance violation total: 0
  • Number of OpenROAD warnings: 37

Power and ir drop
  • Leakage power: about 26 nW
  • Cell area power density: slightly below 200 nW/um2
  • VDD IR max: between 150 and 200 uV
==> stage by stage <==
step	instances	hold WS (ps)	instance area (um2)	utilization	power, mW
6_report	6795	528	60100	0.354	11.8
5_1_grt	6780	543	60100	0.354	12.2
4_1_cts	6779	526	60100	0.354	11.8
3_5_place_dp	6573	512	56200	0.331	7.43
3_3_place_gp	6573	502	56200	0.331	7.41
2_1_floorplan	4395	487	51400	-	6.53
==> metal layers <==
metal | vias up | track usage | wire, um
met2 | 3918 | 0.462 | 117000
met5 | - | 0.0164 | 481
li1 | 17000 | - | -
met1 | 23000 | 0.402 | 98900
met4 | 26 | 0.225 | 26500
met3 | 1429 | 0.187 | 43200
==> final timing paths <==
path / start / slack, ps / to / cells after the start
min in group asynchronous: reset / 1900 / registers[17][0]$_DFFE_PP0P_ / 3
max in group asynchronous: reset / 5910 / registers[27][18]$_DFFE_PP0P_ / 6
setup reg to reg: registers[10][10]$_DFFE_PP0P_ / 9210 / registers[10][10]$_DFFE_PP0P_ / 1
hold reg to reg: registers[24][26]$_DFFE_PP0P_ / 530 / registers[24][26]$_DFFE_PP0P_ / 1
hold / removal: registers[24][26]$_DFFE_PP0P_ / 530 / registers[24][26]$_DFFE_PP0P_ / 1
setup / recovery: read_reg1[0] / 1450 / read_data1[8] / 10
==> layout make-up <==
class                           instances  area (um2)
Antenna cell                           16        40.0
Clock buffer                          146        3100
Clock inverter                         60         751
Fill cell                           16400      110000
Inverter                                7        30.0
Multi-Input combinational cell       2934       24500
Sequential cell                      1024       25600
Tap cell                             2218        2780
Timing Repair Buffer                  390        3250
==> where the power goes <==
| part | total, mW | internal (mW) | switching (mW) |
|---|---|---|---|
| clock | 4.38 | 2.54 | 1.84 |
| combinational | 1.74 | 0.898 | 0.842 |
| sequential | 5.72 | 4.90 | 0.818 |
==> cell families (layout without fill, tap and decap cells) <==
group                  Yosys count  after routing  share of synthesized area
DFF                           1024           1024                      0.499
muxes                         1084           1084                      0.237
buffers and inverters          437            603                     0.0349
AOI/OAI and AO/OA             1074           1074                      0.156
and+or+nand+nor                776            776                     0.0731
other                            0             16                          0
==> placed cells by master (no fill, tap or decap), types with 7 or more instances in the layout <==
cell type	n
dfrtp_1	1024
a2111oi_0	8
clkinv_2	26
nor3_1	72
clkinvlp_4	10
diode_2	16
buf_4	273
mux2_2	1031
clkdlybuf4s50_1	107
a22o_1	43
o32a_1	15
nand2_2	13
clkbuf_16	113
o21ai_0	25
and3_1	8
a222oi_1	14
a22oi_1	756
bufinv_16	15
and2_1	9
nand4_1	90
nor2b_1	19
nand3_1	50
a32oi_1	24
a21oi_1	84
nor2_1	102
and4_1	9
clkbuf_1	18
a31oi_1	24
nand2_1	227
nand3b_1	9
clkbuf_8	15
mux2i_1	47
nand2b_1	14
nor2_4	73
or3_1	7
nor4_1	36
a221oi_1	30
==> Yosys cell counts, drive strengths merged, types with 4 or more instances <==
master,instances
mux2,1036
a221oi,30
o31ai,4
nand4b,4
dfrtp,1024
nor2b,19
a311oi,4
o32ai,5
a22o,43
a2111oi,8
or3b,6
o32a,15
a22oi,756
nand3,54
nand2b,15
or2,5
nor3,73
a222oi,14
and4,9
nor4,36
inv,7
clkbuf,262
and2,10
o211ai,4
a221o,6
buf,168
a21oi,84
a211oi,4
mux2i,47
or3,9
nand3b,9
nand4,90
and3,8
a32oi,24
o2bb2ai,6
nand2,240
nor3b,6
a31oi,24
nor2,177
o21ai,25
Power figures rest on the tool's default switching activity, not on a simulated workload.
