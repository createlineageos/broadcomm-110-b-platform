<file path="design.v">
module ALU (
    input [31:0] op1,
    input [31:0] op2,
    input [3:0] alu_op,
    output reg [31:0] alu_result,
    output reg zero_flag
);
    always @(*) begin
        case (alu_op)
            4'b0000: alu_result = op1 + op2;
            4'b0001: alu_result = op1 - op2;
            4'b0010: alu_result = op1 & op2;
            4'b0011: alu_result = op1 | op2;
            4'b0100: alu_result = op1 ^ op2;
            4'b0101: alu_result = op1 << op2;
            4'b0110: alu_result = op1 >> op2;
            4'b0111: alu_result = (op1 < op2) ? 1 : 0;
            default: alu_result = 0;
        endcase
        zero_flag = (alu_result == 0);
    end
endmodule
</file>
<file path="run.sh">
#!/bin/bash
# OpenROAD 26Q1-2900-gdf79404cd8, Yosys 0.63+post, stock flow scripts
make -C /OpenROAD-flow-scripts/flow DESIGN_CONFIG=/design/flow/config.mk WORK_HOME=/design/flow/orfs finish
</file>
<file path="config.mk">
export PLATFORM = sky130hd
export DESIGN_NAME = ALU
export DESIGN_NICKNAME = ALU
export VERILOG_FILES = /design/flow/design.v
export SDC_FILE = /design/flow/constraint.sdc
export NUM_CORES = 4
export LEC_CHECK = 1
export CORE_UTILIZATION = 40
</file>
<file path="constraint.sdc">
current_design ALU

set clk_period 14.1
set clk_io_pct 0.2

create_clock -name clk0 -period $clk_period

set non_clock_inputs [all_inputs -no_clocks]
set_input_delay [expr $clk_period * $clk_io_pct] -clock clk0 $non_clock_inputs
set_output_delay [expr $clk_period * $clk_io_pct] -clock clk0 [all_outputs]
</file>
==> out/qor.txt <==
status - completed
Synthesis Warnings - 1
worst hold start - op2[2]
Least-Margin Pin Slew - 994 ps
initial antenna violation count - 0
Post-DP HPWL - 37.1 mm
Max-Cap Viols - 0
Die Wd - 163 µm
Worst path top cell family by delay - AND-OR/OR-AND gates
Setup crit end kind - output pin
height of the die - 163 µm
crit path launch type - input pin
setup bufs post-CTS - 0
IO Pins - 101
routed len/inst - 27.1 µm
CTS hold repair buffers - 0
Vias/cell - 6.77
Fin Setup TNS - 0 ps
Netlist Area Pre-Place - 0.0103 mm²
RSZ-0062 raised after global routing - no
synthesis area per yosys - 0.0103 mm²
syn avg cell area - 7.29 µm²
register share after synthesis - 0%
Yosys Instances - 1,417
layout cells sized above 1 - 9.90%
peak supply drop - 21.0 µV
hold crit path type - input pin to output pin
final core utilization - 44.2%
CP Class - input pin to output pin
clock buffer count - 0
floorplan row count - 58
area leader, netlist - ha_1
Flop area - 0 µm²
GRT overflow - 0
distinct lib cells - 102
Final Wtd Congestion - 1.05
CP peak stage delay - 630 ps
Vias - 11,900
Critical Path AT - 8240 ps
registers - 0
Tcrit/Tclk final - 78.4%
Die Area - 0.0265 mm²
post-route ant nets - 0
I/O Buffers - 101
Filler Cell Count - 2,597
Static Leak - 4.44 nW
minimum clock period - 11,060 ps
GR Util All Layers - 36.6%
critical-path cell list - clkdlybuf4s50_1 -> buf_4 -> inv_1 -> ha_1 -> o211ai_1 -> o21ai_0 -> o221ai_1 -> o31ai_1 -> nand2_1 -> a2111oi_0 -> nand4bb_1 -> or4b_1 -> nand4bb_1 -> nor2_1 -> clkdlybuf4s50_1
cell count after synthesis - 1,417
critical path peak fanout - 36
CP startpoint - op2[4]
fin. max-slew vios - 0
TritonRoute pass-1 iters - 6
total design power - 0.000423 W
Slowest-stage cell, CP - or4b_1
area delta synth->final - 8.08%
largest net degree at the start of global routing - 67
top cells by area - ha_1 13%, mux4_2 7.8%, mux2i_1 6.0%
Fin. Hold Viols - 0
Max Clk Rate - 0.0905 GHz
number of global-route vias before repair - 10,800
Core Area - 0.0253 mm²
first-pass GRT wire length - 71.1 mm
Buf+Inv Stages, Crit Path - 4
CTS-repair resized insts - 0
Synth top area share - 12.6%
Setup violations, final - 0
tool warnings - 104
Starting DRT DRC Count - 1,611
worst path required time - 11,280 ps
FP Util - 40.9%
final wirelength - 47.6 mm
Slew HR - 32.0%
DRC viols - 0
ANT cells - 0
Power per Cell Area - 37.9 mW/mm²
## power by group
part	internal, W	total, W	switching, W
clock	0	0	0
sequential	0	0	0
combinational	0.000167	0.000423	0.000256
## synthesized netlist by cell type, drive strengths merged (18+ instances only)
| cell | instances |
|---|---|
| nor2 | 130 |
| nand2 | 115 |
| ha | 104 |
| inv | 91 |
| o21ai | 88 |
| a21oi | 80 |
| clkbuf | 72 |
| mux2i | 63 |
| nor3 | 60 |
| buf | 52 |
| mux4 | 50 |
| nand3 | 50 |
| o211ai | 28 |
| mux2 | 26 |
| nor2b | 23 |
| a31oi | 21 |
| a211oi | 20 |
| nor4 | 20 |
| nand4 | 18 |
## layer usage
| layer | vias to the layer above | global-route usage [%] | wire (µm) |
|---|---|---|---|
| met2 | 719 | 54.9 | 20800 |
| li1 | 5432 | - | - |
| met1 | 5643 | 55.0 | 20800 |
| met3 | 81 | 6.05 | 4580 |
| met5 | - | 0 | 0 |
| met4 | 0 | 8.92 | 1380 |
## worst min-delay path: stages
cell	delay, ps
buf_4	210
a31oi_1	170
nor3_1	70
a21oi_1	110
o221ai_1	220
clkdlybuf4s50_1	470
## area by class of cell
class	instances	area (µm²)	area share [%]
Tap cell	330	413	3.70
Inverter	91	342	3.06
Timing Repair Buffer	133	1240	11.1
Multi-Input combinational cell	1200	9170	82.2
## final timing paths
kind                   endpoint  cells after the start
hold / removal    alu_result[2]                      6
setup / recovery      zero_flag                     15
## cell usage in the layout, fill, tap and decap left out, types with 8 or more instances in the layout
cell	n
a22oi_1	15
nor2_1	130
a211oi_1	20
nor4_1	19
o21ai_0	76
or3_1	8
a31oi_1	21
o211ai_1	27
nand2_1	115
a221o_1	10
inv_1	89
o21bai_1	10
or2_2	8
o311ai_0	8
mux4_1	14
o21a_1	8
mux2_2	25
mux4_2	36
nand4_1	18
o31ai_1	11
a311oi_1	8
a221oi_1	14
and2_1	14
buf_4	34
nand2b_1	12
o21ai_1	12
nand3_1	48
nor3_1	59
o22ai_1	14
o221ai_1	10
a211o_1	11
mux2i_1	62
o2111ai_1	11
ha_1	104
a21oi_1	79
nor2b_1	23
a21o_1	15
clkdlybuf4s50_1	97
## kinds of logic (layout without fill, tap and decap cells)
family	Yosys count	after routing	synth area share, %
simple gates	498	498	23.9
xor+xnor	8	8	0.678
mux	139	139	20.4
fa+ha+maj	106	106	13.0
buf+inv	217	224	11.4
compound gates	449	449	30.6
## metrics by stage
stage / cell area, µm² / hold WS, ps / setup WS (ps) / instances
detailed placement: 11200 / 6860 / 3150 / 1754
finish: 11200 / 6900 / 3040 / 1754
global placement: 11200 / 6870 / 3070 / 1754
global route: 11200 / 6960 / 2760 / 1754
CTS: 11200 / 6870 / 3130 / 1754
floorplan: 10300 / 5870 / 4370 / 1417
No activity file was given, so power comes from the tool's default toggle rates.
