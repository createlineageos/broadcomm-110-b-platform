[flow/design.v]
module PipelineStages (
    input clock,
    input reset,
    input [31:0] instruction,
    output reg [31:0] fetch_out,
    output reg [31:0] decode_out,
    output reg [31:0] execute_out,
    output reg [31:0] memory_out,
    output reg [31:0] writeback_out
);
    reg [31:0] fetch_reg, decode_reg, execute_reg, memory_reg;
    always @(posedge clock or posedge reset) begin
        if (reset) begin
            fetch_reg <= 0;
            decode_reg <= 0;
            execute_reg <= 0;
            memory_reg <= 0;
        end else begin
            fetch_reg <= instruction;
            decode_reg <= fetch_reg;
            execute_reg <= decode_reg;
            memory_reg <= execute_reg;
            writeback_out <= memory_reg;
        end
    end
    assign fetch_out = fetch_reg;
    assign decode_out = decode_reg;
    assign execute_out = execute_reg;
    assign memory_out = memory_reg;
endmodule
[flow/run.sh]
#!/bin/bash
# OpenROAD 26Q1-2900-gdf79404cd8, Yosys 0.63+post, stock flow scripts
make -C /OpenROAD-flow-scripts/flow DESIGN_CONFIG=/design/flow/config.mk WORK_HOME=/design/flow/orfs finish
[flow/constraint.sdc]
current_design PipelineStages

set clk_period 1.0
set clk_io_pct 0.2

create_clock -name clk0 -period $clk_period [get_ports {clock}]

set non_clock_inputs [all_inputs -no_clocks]
set_input_delay [expr $clk_period * $clk_io_pct] -clock clk0 $non_clock_inputs
set_output_delay [expr $clk_period * $clk_io_pct] -clock clk0 [all_outputs]
[flow/config.mk]
export PLATFORM = sky130hd
export DESIGN_NAME = PipelineStages
export DESIGN_NICKNAME = PipelineStages
export VERILOG_FILES = /design/flow/design.v
export SDC_FILE = /design/flow/constraint.sdc
export NUM_CORES = 4
export LEC_CHECK = 1
export CORE_UTILIZATION = 50
==> impl_metrics.yaml <==
# flow metrics
global_route:
  grt_pass1_vias: 2617
  antenna_found_initial: 0
  grt_overflow_total: 0
  grt_pass1_wl_mm: 16.2
  grt_max_degree: 32
  grt_usage_pct: 29.6
placed_design:
  pre_cts_slack_ns: -0.350
  routabilityCongestion: 0.766
  dp_hpwl_mm: 6.32
  io_buffers: 193
  place_area_um2: 6380
detailed_routing:
  antennaDiodeCount: 0
  vias_per_cell: 4.66
  ant_nets: 0
  drtIter0Drc: 42
  vias: 2507
  wl_mm: 11.0
  drc: 0
  dr.pass1.iters: 4
  drt-wirelength-per-cell_um: 20.5
floorplanning:
  die-area_um2: 8700
  row_count: 32
  initial_core_util_pct: 52.8
  io_pins: 194
  coreArea_um2: 7890
  die_h_um: 93.3
  die_w_um: 93.3
setup_path:
  critPathBufInv: 1
  cpPeakStageDelay_ns: 0.43
  startpoint: "fetch_reg[24]"
  critPathSlowestCell: "dfrtp_1"
  critPathCaptureType: "primary output"
  reg2reg_from: "execute_reg[24]"
  crit_chain: "buf_2"
  startpoint_type: "register"
  crit_family: "flip-flops"
  worst_ep_arrival_time_ns: 1.09
  critPathRequiredTime_ns: 0.80
  crit_fanout: 2
  critPathKind: "reg -> out"
final_layout:
  area_delta_synth_final_pct: 53.5
  comb_area_um2: 0
  logic_gate_count: 0
  drive_above_1_share_pct: 55.5
  fin_area_um2: 6400
  fillers: 432
final_timing:
  slew_violations: 0
  fmax_mhz: 776
  whs_ns: 0.128
  worst_slew_pin_slew_ns: 0.363
  setup_tns_ns: -32.18
  slew_headroom_pct: 75.8
  rsz0062_at_grt: "true"
  finalClockSkew_ns: 0.00752
  hold_viol: 0
  min_period_over_period_pct: 129
  setup_viol: 160
  fin_ws_ns: -0.289
  post-route-min-period_ns: 1.29
clock_network:
  cts_tree: "yes"
  htreeDepth: 4
  clock_latency_ns: 0.50
  cts_hold_buf: 0
  numCtsBuffers: 17
  cts_buffer_depth: 2
  numClockSinks: 160
  clk_pin_slew_worst_paths_ns: 0.07
  cts_root_buf: "clkbuf_8"
min_path:
  worstHoldPathType: "in -> reg"
  hp-start: "instruction[18]"
synthesis:
  yosys-stat-cells: 161
  mux_share_pct: 0
  logic_family: "buffers and inverters"
  synth_area_leader_cell: "dfrtp_1"
  ys_sh_simple_pct: 0
  ys_warn_count: 5
  yosys-stat-area_um2: 4170
  ys_sh_aoi_pct: 0
  ys_ff: 160
  xor_area_share_pct: 0
  syn_avg_cell_area_um2: 25.9
  top_cells_by_area: "dfrtp_1 77%, edfxtp_1 23%, inv_1 0.090%"
  ys_types: 3
  synthAdderAreaFrac_pct: 0
  ys_seq_share_pct: 99.9
  synth_cells: 161
  top_area_share_pct: 76.9
  synth_area_um2: 4170
job:
  warning_count: 29
  drv_cap: 0
power_and_ir_drop:
  comb_power_share_pct: 5.3
  leakagePower_nw: 3.09
  intPower_w: 0.0110
  p_per_area_nw_per_um2: 2190
  power.share.clock_pct: 43.3
  peakVddDrop_v: 0.00215
  seqPwrFrac_pct: 51.4
  netSwitchingFraction_pct: 21.5
  p_sw_w: 0.00301
run_status:
  violations: "setup timing"
  status: "finished, violations left"
-- final cells by class --
type	count	area, um2	share of cell area [%]
clock buffers	19	443	6.92
clock inverters	13	123	1.92
inverters	1	7.51	0.117
flip-flops and latches	160	4160	65.1
well taps	102	128	2.00
repair buffers	243	1530	23.9
-- cells in the final DEF, fill, tap and decap left out, drive strengths merged --
master,count
buf,210
dfrtp,128
edfxtp,32
inv,7
bufinv,1
clkbuf,19
clkdlybuf4s50,33
clkinv,3
clkinvlp,3
-- worst paths after layout --
kind,to,slack (ns),cells past startpoint
max,fetch_out[24],-0.29,1
max reg2reg,memory_reg[24],0.22,2
min in group asynchronous,execute_reg[9],0.17,3
min,fetch_reg[18],0.13,1
min reg2reg,memory_reg[3],0.36,0
max in group asynchronous,execute_reg[30],0.26,4
-- power by group through the flow --
stage | Combinational (W) | Sequential (W) | Clock, W
after CTS | 0.000733 | 0.00718 | 0.00615
final | 0.000745 | 0.00719 | 0.00605
after global routing | 0.000819 | 0.00722 | 0.00644
-- routing by layer --
layer | wire, um | track usage [%] | share of wire (%) | vias to the layer above
met3 | 1450 | 15.1 | 13 | 16
li1 | - | - | - | 1071
met5 | 0 | 0 | 0 | -
met1 | 4170 | 50.2 | 38 | 1260
met4 | 260 | 6.15 | 2.4 | 0
met2 | 5150 | 40.1 | 47 | 160
-- per-stage QoR --
step	util, %	total power (W)	instances
finish	81.1	0.0140	538
global route	81.1	0.0145	538
CTS	80.2	0.0141	529
detailed placement	80.9	0.00825	473
global placement	80.9	0.00821	473
floorplan	-	0.00728	161
-- what timing repair did --
| item | in CTS | in global routing |
|---|---|---|
| gates resized | 515 | 0 |
| setup buffers | 24 | 9 |
| setup endpoints to repair | 160 | 160 |
| pin swaps | 0 | 0 |
-- kinds of logic after synthesis --
logic type / count (synthesis)
buf+inv: 1
flops: 160
-- cell usage after synthesis --
cell,instances
inv_1,1
edfxtp_1,32
dfrtp_1,128
Power and IR drop assume default switching activity.
